## /design/flow/run.sh

```bash
#!/bin/bash
# OpenROAD 26Q1-2900-gdf79404cd8, Yosys 0.63+post, stock flow scripts
make -C /OpenROAD-flow-scripts/flow DESIGN_CONFIG=/design/flow/config.mk WORK_HOME=/design/flow/orfs finish
```

## /design/flow/config.mk

```make
export PLATFORM = sky130hd
export DESIGN_NAME = AXI_Lite_Slave_IF
export DESIGN_NICKNAME = AXI_Lite_Slave_IF
export VERILOG_FILES = /design/flow/design.v
export SDC_FILE = /design/flow/constraint.sdc
export NUM_CORES = 4
export LEC_CHECK = 1
export CORE_UTILIZATION = 30
```

## /design/flow/constraint.sdc

```tcl
current_design AXI_Lite_Slave_IF

set clk_period 9.9
set clk_io_pct 0.2

create_clock -name clk0 -period $clk_period [get_ports {ACLK}]

set non_clock_inputs [all_inputs -no_clocks]
set_input_delay [expr $clk_period * $clk_io_pct] -clock clk0 $non_clock_inputs
set_output_delay [expr $clk_period * $clk_io_pct] -clock clk0 [all_outputs]
```

## /design/flow/design.v

```verilog
module AXI_Lite_Slave_IF #(
	parameter integer ADDR_WIDTH = 32,		 
	parameter integer DATA_WIDTH = 32		 
)(
	input 	wire 					ACLK,
	input 	wire 					ARESETn,
	input 	wire 					ASEL,
	input 	wire[ADDR_WIDTH-1:0]	AW_ADDR,
	input   wire[7:0]				AW_LEN,
	input   wire[2:0]				AW_SIZE,
	input   wire[1:0]				AW_BURST,
  	input 	wire 					AW_VALID,
	output 	wire 					AW_READY,
	input 	wire[DATA_WIDTH-1:0]  	W_DATA,
	input   wire					W_LAST,
	input 	wire 					W_VALID,
	output 	wire 					W_READY,
	output 	reg[1:0] 				B_RESP,
	output 	reg 					B_VALID,
	input 	wire 					B_READY,
	input 	wire[ADDR_WIDTH-1:0]	AR_ADDR,
	input   wire[7:0]               AR_LEN,
	input   wire[2:0]               AR_SIZE,
	input   wire[1:0]               AR_BURST,
	input 	wire 					AR_VALID,
	output 	wire 					AR_READY,
	output 	reg[DATA_WIDTH-1:0] 	R_DATA,
	output 	reg[1:0] 				R_RESP,
	output  reg						R_LAST,
	output 	reg 					R_VALID,
	input 	wire 					R_READY,
	output reg						RF_WREQ,		 
	input wire						RF_WACK,		 
	output reg[ADDR_WIDTH-1:0] 		RF_WADDR,		 
	output reg[DATA_WIDTH-1:0] 		RF_WDATA,		 
	input wire						RF_WERROR,		 
	output reg						RF_RREQ,		 
	input wire						RF_RACK,		 
	output reg[ADDR_WIDTH-1:0] 		RF_RADDR,		 
	input wire[DATA_WIDTH-1:0]		RF_RDATA,		 
	input wire						RF_RERROR		 
);
	localparam STWA_IDLE	= 3'b001;			 
	localparam STWA_ADDR	= 3'b010;			 
	localparam STWA_WAIT	= 3'b100;			 
	reg [2:0]               stwa_cur;
	reg [2:0]               stwa_next;
	localparam STW_IDLE		= 4'b0001;			 
	localparam STW_DATA		= 4'b0010;			 
	localparam STW_WAIT		= 4'b0100;			 
	localparam STW_RESP		= 4'b1000;			 
	reg [3:0]               stw_cur;
	reg [3:0]               stw_next;
	localparam STR_IDLE		= 4'b0001;			 
	localparam STR_ADDR		= 4'b0010;			 
	localparam STR_DATA		= 4'b0100;			 
	localparam STR_END		= 4'b1000;			 
	reg [3:0]               str_cur;
	reg [3:0]               str_next;
	reg 					w_addr_over;		 
	always @(posedge ACLK or negedge ARESETn)begin
		if(!ARESETn)begin
			stwa_cur <= STWA_IDLE;
		end
		else begin     
			stwa_cur <= stwa_next;
		end
	end
	always @(*)begin
		stwa_next = stwa_cur;					 
		case(stwa_cur)
			STWA_IDLE: begin						 
				if(ASEL & AW_VALID)
					stwa_next = STWA_ADDR;
			end
			STWA_ADDR: begin						 
				stwa_next = STWA_WAIT;
			end
			STWA_WAIT: begin						 
				if(B_READY & B_VALID)
					stwa_next = STWA_IDLE;
			end
			default:stwa_next = STWA_IDLE;
		endcase
	end
	assign AW_READY = (stwa_cur == STWA_ADDR) ? 1'b1 : 1'b0;	 
	always @(posedge ACLK or negedge ARESETn)begin
		if(!ARESETn)begin
			w_addr_over <= 1'b0;					 
		end
		else begin
			case(stwa_next)
				STWA_IDLE: begin
					w_addr_over <= 1'b0;			 
				end
				STWA_ADDR: begin
					w_addr_over <= 1'b1;			 
				end
			endcase
		end
	end
	always @(posedge ACLK or negedge ARESETn)begin
		if(!ARESETn)begin
			RF_WADDR <= 'h04;
		end
		else if(stwa_next == STWA_ADDR)begin
			RF_WADDR <= AW_ADDR;					 
		end
	end
	always @(posedge ACLK or negedge ARESETn)begin
		if(!ARESETn)begin
			stw_cur <= STW_IDLE;
		end
		else begin     
			stw_cur <= stw_next;
		end
	end
	always @(*)begin
		stw_next = stw_cur;					 
		case(stw_cur)
			STW_IDLE: begin							 
				if(ASEL & W_VALID)
					stw_next = STW_DATA;
			end
			STW_DATA: begin							 
				if(RF_WACK)
					stw_next = STW_WAIT;
			end
			STW_WAIT: begin							 
				if(w_addr_over)
					stw_next = STW_RESP;
			end
			STW_RESP: begin							 
				if(B_READY)
					stw_next = STW_IDLE;
			end
			default:stw_next = STW_IDLE;
		endcase
	end
	assign W_READY = RF_WREQ & RF_WACK;
	always @(posedge ACLK or negedge ARESETn)begin
		if(!ARESETn)begin
			B_RESP	<= 2'b00;
			B_VALID <= 1'b0;
		end
		else begin
			case(stw_next)
				STW_IDLE: begin
					B_RESP	<= 2'b00;
					B_VALID <= 1'b0;
				end
				STW_DATA: begin
					B_RESP	<= 2'b00;
					B_VALID <= 1'b0;
				end
				STW_WAIT: begin
					B_RESP	<= 2'b00;
					B_VALID <= 1'b0;
				end
				STW_RESP: begin
					B_RESP[1] <= RF_WERROR;
					B_VALID <= 1'b1;
				end
			endcase
		end
	end
	always @(posedge ACLK or negedge ARESETn)begin
		if(!ARESETn)begin
			RF_WREQ <= 1'b0;
			RF_WDATA <= 'h0;
		end
		else begin
			case(stw_next)
				STW_IDLE: begin
					RF_WREQ <= 1'b0;
				end
				STW_DATA: begin
					RF_WDATA <= W_DATA;				 
					RF_WREQ <= 1'b1;
				end
				STW_WAIT: begin
					RF_WREQ <= 1'b0;
				end
			endcase
		end
	end
	always @(posedge ACLK or negedge ARESETn)begin
		if(!ARESETn)begin
			str_cur <= STR_IDLE;
		end
		else begin     
			str_cur <= str_next;
		end
	end
	always @(*)begin
		str_next = str_cur;
		case(str_cur)
			STR_IDLE: begin							 
				if(ASEL & AR_VALID)
					str_next = STR_ADDR;
			end
			STR_ADDR: begin							 
				if(RF_RACK)
					str_next = STR_DATA;
			end
			STR_DATA: begin							 
				if(R_READY)
					str_next = STR_END;
			end
			STR_END: begin							 
				str_next = STR_IDLE;
			end
			default:str_next = STR_IDLE;
		endcase
	end
	assign AR_READY = (str_next == STR_ADDR) & AR_VALID;		 
	always @(posedge ACLK or negedge ARESETn)begin
		if(!ARESETn)begin
			R_VALID <= 1'b0;
			R_DATA <=  'h0;
			R_LAST <= 1'b1;			
			R_RESP <= 2'b00;
		end
		else begin
			case(str_next)
				STR_IDLE: begin
					R_VALID <= 1'b0;
					R_RESP <= 2'b00;
				end
				STR_DATA: begin						 
					R_VALID <= 1'b1;
				end
				STR_END: begin
					R_VALID <= 1'b0;
					R_DATA <= RF_RDATA;				 
					R_RESP[1] <= RF_RERROR;
				end
			endcase
		end
	end
	always @(posedge ACLK or negedge ARESETn)begin
		if(!ARESETn)begin
			RF_RREQ <= 1'b0;
			RF_RADDR <= 'h04;
		end
		else begin
			case(str_next)
				STR_IDLE: begin
					RF_RREQ <= 1'b0;
				end
				STR_ADDR: begin
					RF_RREQ <= 1'b1;
					RF_RADDR <= AR_ADDR;			 
				end
				STR_END: begin
					RF_RREQ <= 1'b0;
				end
			endcase
		end
	end
endmodule
```

==> reports/results.tsv <==
metric	value	unit
status	finished, final reports clean	
cycle use final	57.4	%
Reg2Reg Depth	6	
clk sink count	146	
endpoint class of the critical path	output pin	
routed len/inst	14.9	um
sequential power share	40.2	%
Hold Crit Class	reg2reg	
Seq cells post-synth	146	
DRT Pass-1 Iters	4	
RR Startpoint	w_addr_over	
HP Start	RF_WDATA[3]	
number of global-route vias before repair	4149	
vias	3952	
Multi-input gate area	1860	um2
reg-to-reg endpoint	RF_WDATA[9]	
Slew Limit Fails	0	
PortBufs	276	
Worst Path Max Fanout	6	
Core Region	18200	um2
CTS tree	yes	
Net Switching	499	uW
initial antenna violation count	0	
cts repair resizes	0	
met1 usage	20.6	%
Flop area	3660	um2
endpoint of the worst hold path	RF_WDATA[3]	
Period minus WS final	5680	ps
crit path DRT	7920	ps
CP Launch Type	primary input	
logic gate share of total power	30.4	%
Int Pwr	1.79	mW
die area	19400	um2
Clock transition at path regs	60	ps
drt via density	4.45	
DIE WIDTH	139	um
slew margin rel.	48.9	%
Iter 0 DRT Violations	78	
clk latency late pin	410	ps
yosys stat area	5650	um2
Synth warnings	1	
Top cells excl fill/tap	275 x clkdlybuf4s50_1, 141 x dfrtp_1, 70 x mux2_2, 58 x mux2_1, 17 x clkbuf_16	
DP Wirelength	9.64	mm
Mapped Area	5650	um2
drt total wl	13.2	mm
area growth from synthesis to layout	64.0	%
share of cells above drive strength 1	17.8	%
Final Skew	10.4	ps
io pins	307	
power share of the clock group	29.4	%
Cell variety after synth	39	
hold path cells	1	
Post-Syn Area per Cell	15.6	um2
grt ovf	0	
post-route ant nets	0	
DRC Markers	0	
final setup TNS	0	ps
post-CTS setup buffers	0	
RSZ-0062 raised after global routing	false	
deepest clock path buffer count	2	
Top cell excl fill/tap	clkdlybuf4s50_1	
Least-Margin Pin Slew	766	ps
Max-Cap Viols	0	
Synth Instances	362	
largest net degree at the start of global routing	59	
ys cells	362	
Fmax	176	MHz
GR Layer Usage met3	5.01	%
cell area power density	246	nW/um2
P_leak	4.02	nW
first-pass GRT wire length	21.6	mm
All-Layer GR Usage	14.4	%
Hold Vio Cnt, Final	0	
H-tree levels	4	
met2 global-route usage	22.4	%
pre-CTS setup slack	4170	ps
crit path kind	in2out	
final setup vio count	0	
row cnt	49	
die extent in y	139	um
clock buffer count from CTS	17	
Switching Share	21.9	%
hold_buf cts	0	
Antenna diodes	0	
Max rail drop VDD	0.125	mV
grt peak-use layer	met2	
Fillers	1533	
Tool Warnings	52	
Synth Seq Share	64.7	%
Root Driver	clkbuf_16	
fp_density	31.0	%
setup ws final	4220	ps
R2R setup slack	7770	ps
Arr. time, crit path	3700	ps
Placer Congestion	0.785	
[sequential cells by signal, indices dropped and copies added (netlist names)]
register and cells:
RF_WREQ 1, stw_cur 4, RF_WDATA 32, RF_RADDR 32, R_RESP 1, R_DATA 32, str_cur 4, B_RESP 1
R_VALID 1, w_addr_over 1, RF_WADDR 32, stwa_cur 3, B_VALID 1, RF_RREQ 1
[worst max-delay path, stage by stage]
cell and delay (ps):
clkdlybuf4s50_1 610, a21boi_0 210, a2111oi_4 260, and2_1 170
clkdlybuf4s50_1 470
[synth_stat cells, drive strengths merged]
master | n | area [um2]
and3 | 2 | 12.5
buf | 13 | 91.3
clkbuf | 5 | 18.8
a22oi | 1 | 7.51
a31oi | 1 | 6.26
a32o | 1 | 10.0
nand2b | 5 | 31.3
or4 | 1 | 7.51
o21ai | 3 | 15.0
nor4 | 2 | 12.5
nor3b | 1 | 7.51
o32ai | 3 | 26.3
o21bai | 1 | 7.51
nand2 | 9 | 33.8
inv | 8 | 30.0
dfstp | 5 | 131
or3 | 1 | 6.26
nand3 | 3 | 15.0
dfrtp | 141 | 3530
a2111oi | 1 | 27.5
a22o | 2 | 17.5
a21boi | 1 | 7.51
nand4b | 1 | 8.76
nor3 | 1 | 5.00
a21o | 2 | 15.0
o21a | 1 | 7.51
conb | 2 | 7.51
mux2 | 128 | 1440
a21oi | 3 | 15.0
nor4b | 1 | 23.8
a211oi | 3 | 22.5
nor2b | 1 | 6.26
and2 | 3 | 18.8
or2 | 1 | 6.26
a211o | 1 | 8.76
nor2 | 4 | 15.0
[power by group through the flow]
stage	clock network [mW]	logic, mW	registers (mW)
CTS	0.695	0.711	0.922
global route	0.718	0.757	0.950
finish	0.671	0.696	0.918
[area by class of cell]
cell class	count	share of cell area, %
flip-flops and latches	146	39.5
well taps	229	3.09
clock buffers	21	5.18
inverters	8	0.324
repair buffers	282	30.3
clock inverters	11	1.62
multi-input cells	191	20.0
[through the flow]
stage                     std cells  area [um2]  hold WS [ps]  util [%]  total power, mW
after floorplan                 363        5660           433         -             1.09
after global placement          856        8640           468      47.5             1.63
after detailed placement        856        8640           474      47.5             1.64
after CTS                       888        9270           488      50.9             2.33
after global routing            888        9270           499      50.9             2.42
final                           888        9270           482      50.9             2.28
[worst max-delay path by stage]
stage	start	endpoint	slack, ps
4_1_cts	ASEL	AR_READY	4160
5_1_grt	ASEL	AR_READY	4080
6_report	ASEL	AR_READY	4220
[kinds of logic (layout without fill, tap and decap cells)]
group,count (synthesis),after routing,share of synthesized area [%]
AOI/OAI and AO/OA,24,24,3.43
buffers and inverters,26,322,2.48
and+or+nand+nor,36,36,3.72
other,2,3,0.133
muxes,128,128,25.5
DFF,146,146,64.7
[routing by layer]
layer  vias to the layer above  wire [um]
li1                       1861          -
met1                      1915       5690
met2                       167       6230
met3                         9       1190
met4                         0        131
met5                         -          0
Power figures rest on the tool's default switching activity, not on a simulated workload.
