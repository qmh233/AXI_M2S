==> design.v <==
module AXI_Lite_Master_IF #(
	parameter integer ADDR_WIDTH = 32,			 
	parameter integer DATA_WIDTH = 32			 
)(
	input wire 					ACLK,			 
	input wire					ARESETn,         
	output reg[ADDR_WIDTH-1:0]	AW_ADDR,         
	output reg[7:0]				AW_LEN,			 
	output reg[2:0]				AW_SIZE,		 
	output reg[1:0]				AW_BURST,		 
	output reg  				AW_VALID,        
	input wire					AW_READY,        
	output reg[DATA_WIDTH-1:0]	W_DATA,          
	output reg					W_LAST,			 
	output reg  				W_VALID,         
	input wire					W_READY,         
	input wire[1:0] 			B_RESP,          
	input wire					B_VALID,         
	output reg  				B_READY,         
	output reg[ADDR_WIDTH-1:0]	AR_ADDR,         
	output reg[7:0]             AR_LEN,			 
	output reg[2:0]             AR_SIZE,		 
	output reg[1:0]             AR_BURST,		 
	output reg  				AR_VALID,        
	input wire					AR_READY,        
	input wire[DATA_WIDTH-1:0]	R_DATA,          
	input wire[1:0] 			R_RESP,          
	input wire					R_LAST,			 
	input wire			        R_VALID,         
	output reg  			    R_READY,         
    input wire					MC_WREQ,		 
 	output wire					MC_WACK,		 
 	output wire					MC_BACK,		 
    input wire[ADDR_WIDTH-1:0]	MC_WADDR,		 
    input wire[DATA_WIDTH-1:0]	MC_WDATA,		 
    output wire			 		MC_WERROR,		 
    input wire					MC_RREQ,		 
 	output reg					MC_RACK,		 
    input wire[ADDR_WIDTH-1:0]	MC_RADDR,		 
    output reg[DATA_WIDTH-1:0]	MC_RDATA,		 
    output wire	 				MC_RERROR		 
);
	localparam STWA_IDLE	= 3'b001;			 
	localparam STWA_ADDR	= 3'b010;			 
	localparam STWA_WAIT	= 3'b100;			 
	reg [2:0]               stwa_cur;
	reg [2:0]               stwa_next;
	localparam STW_IDLE		= 4'b0001;			 
	localparam STW_DATA		= 4'b0010;			 
	localparam STW_WAIT		= 4'b0100;			 
	localparam STW_RESP		= 4'b1000;			 
	reg [3:0]               stw_cur;
	reg [3:0]               stw_next;
	localparam STR_IDLE		= 4'b0001;			 
	localparam STR_ADDR		= 4'b0010;			 
	localparam STR_DATA		= 4'b0100;			 
	localparam STR_END		= 4'b1000;			 
	reg [3:0]               str_cur;
	reg [3:0]               str_next;
	reg 					w_addr_over;	 
	always @(posedge ACLK or negedge ARESETn)begin
		if(!ARESETn)begin
			stwa_cur <= STWA_IDLE;
		end
		else begin     
			stwa_cur <= stwa_next;
		end
	end
	always @(*)begin
		stwa_next = stwa_cur;					 
		case(stwa_cur)
			STWA_IDLE: begin						 
				if(MC_WREQ)
					stwa_next = STWA_ADDR;
			end
			STWA_ADDR: begin						 
				if(AW_READY) 
					stwa_next = STWA_WAIT;
			end
			STWA_WAIT: begin						 
				if(B_VALID & B_READY)
					stwa_next = STWA_IDLE;
			end
			default:stwa_next = STWA_IDLE;
		endcase
	end
	always @(posedge ACLK or negedge ARESETn)begin
		if(!ARESETn)begin
			AW_SIZE <= 3'b010;					 
			AW_BURST <= 2'b01;					 
			AW_LEN <= 8'b0;						 
			AW_ADDR <= 'h04;
			AW_VALID <= 1'b0;
		end
		else begin
			case(stwa_next)
				STWA_IDLE: begin
					AW_VALID <= 1'b0;
				end
				STWA_ADDR: begin
					AW_ADDR <= MC_WADDR;
					AW_VALID <= 1'b1;
				end
				STWA_WAIT: begin
					AW_VALID <= 1'b0;
				end
			endcase
		end
	end
	always @(posedge ACLK or negedge ARESETn)begin
		if(!ARESETn)begin
			w_addr_over <= 1'b0;				 
		end
		else begin
			case(stwa_next)
				STWA_IDLE: begin
					w_addr_over <= 1'b0;		 
				end
				STWA_ADDR: begin
					w_addr_over <= 1'b1;		 
				end
			endcase
		end
	end
	always @(posedge ACLK or negedge ARESETn)begin
		if(!ARESETn)begin
			stw_cur <= STW_IDLE;
		end
		else begin     
			stw_cur <= stw_next;
		end
	end
	always @(*)begin
		stw_next = stw_cur;					 
		case(stw_cur)
			STW_IDLE: begin						 
				if(MC_WREQ)
					stw_next = STW_DATA;
			end
			STW_DATA: begin						 
				if(W_READY)
					stw_next = STW_WAIT;
			end
			STW_WAIT: begin						 
				if(w_addr_over)
					stw_next = STW_RESP;
			end
			STW_RESP: begin						 
				if(B_VALID)
					stw_next = STW_IDLE;
			end
			default:stw_next = STW_IDLE;
		endcase
	end
	always @(posedge ACLK or negedge ARESETn)begin
		if(!ARESETn)begin
			W_DATA <= 'h0;
			W_LAST <= 1'b1;
			W_VALID <= 1'b0;
			B_READY <= 1'b0;
		end
		else begin
			case(stw_next)
				STW_IDLE: begin
					W_VALID <= 1'b0;
					B_READY <= 1'b0;
				end
				STW_DATA: begin
					W_DATA <= MC_WDATA; 
					W_VALID <= 1'b1;
					B_READY <= 1'b0;
				end
				STW_WAIT: begin
					W_VALID <= 1'b0;
					B_READY <= 1'b0;
				end
				STW_RESP: begin
					W_VALID <= 1'b0;
					B_READY <= 1'b1;
				end
			endcase
		end
	end
	assign MC_WACK = W_VALID & W_READY;
	assign MC_BACK = B_VALID & B_READY;
	assign MC_WERROR = B_RESP[1];			 
	always @(posedge ACLK or negedge ARESETn)begin
		if(!ARESETn)begin
			str_cur <= STR_IDLE;
		end
		else begin     
			str_cur <= str_next;
		end
	end
	always @(*)begin
		str_next = str_cur;
		case(str_cur)
			STR_IDLE: begin						 
				if(MC_RREQ)
					str_next = STR_ADDR;
			end
			STR_ADDR: begin						 
				if(AR_READY)
					str_next = STR_DATA;
			end
			STR_DATA: begin						 
				if(R_VALID)
					str_next = STR_END;
			end
			STR_END: begin						 
				str_next = STR_IDLE;
			end
			default:str_next = STR_IDLE;
		endcase
	end
	always @(posedge ACLK or negedge ARESETn)begin
		if(!ARESETn)begin
			AR_SIZE <= 3'b010;					 
			AR_BURST <= 2'b01;					 
			AR_LEN <= 8'b0;						 
			AR_ADDR <= 'h04;
			AR_VALID <= 1'b0;
			R_READY <= 1'b0;
		end
		else begin
			case(str_next)
				STR_IDLE: begin
					AR_VALID <= 1'b0;
					R_READY <= 1'b0;
				end
				STR_ADDR: begin
					AR_ADDR <= MC_RADDR;
					AR_VALID <= 1'b1;
					R_READY <= 1'b0;
				end
				STR_DATA: begin
					AR_VALID <= 1'b0;
					R_READY <= 1'b1;
				end
				STR_END: begin
					AR_VALID <= 1'b0;
					R_READY <= 1'b0;
				end
			endcase
		end
	end
	always @(posedge ACLK or negedge ARESETn)begin
		if(!ARESETn)begin
			MC_RDATA <= 'h0;
			MC_RACK <= 1'd0;
		end
		else begin
			case(str_next)
				STR_IDLE: begin
					MC_RACK <= 1'b0;
				end
				STR_END: begin
					MC_RDATA <= R_DATA;			 
					MC_RACK <= R_VALID & R_READY; 
				end
			endcase
		end
	end
	assign MC_RERROR = R_RESP[1];				 
endmodule
==> run.sh <==
#!/bin/bash
# OpenROAD 26Q1-2900-gdf79404cd8, Yosys 0.63+post, stock flow scripts
make -C /OpenROAD-flow-scripts/flow DESIGN_CONFIG=/design/flow/config.mk WORK_HOME=/design/flow/orfs finish
==> config.mk <==
export PLATFORM = sky130hd
export DESIGN_NAME = AXI_Lite_Master_IF
export DESIGN_NICKNAME = AXI_Lite_Master_IF
export VERILOG_FILES = /design/flow/design.v
export SDC_FILE = /design/flow/constraint.sdc
export NUM_CORES = 4
export LEC_CHECK = 1
export CORE_AREA = 10 10 191 191
export DIE_AREA = 0 0 201 201
==> constraint.sdc <==
current_design AXI_Lite_Master_IF

set clk_period 5.6
set clk_io_pct 0.2

create_clock -name clk0 -period $clk_period [get_ports {ACLK}]

set non_clock_inputs [all_inputs -no_clocks]
set_input_delay [expr $clk_period * $clk_io_pct] -clock clk0 $non_clock_inputs
set_output_delay [expr $clk_period * $clk_io_pct] -clock clk0 [all_outputs]
==> qor.csv <==
metric,value,unit
clk_latency,0.43,ns
synth_cells,391,
reg2reg_from,stw_cur[0],
cts_tree,yes,
post-cts-setup-buffer-count,0,
rrSetupSlack,3.69,ns
synthTopLogicFamily,multiplexers,
dp.cells,1092,
drt.antenna.violating_nets,0,
whs,0.484,ns
finalCritPeriodShare,61.6,%
leakage,4.09,nW
worst_pin_slew,0.678,ns
gp_congestion,0.785,
ys_cells,391,
whs_path_depth,1,
dp.final_hpwl,12.8,mm
antenna_found_initial,3,
whs_endpoint,MC_RDATA[8],
root_buffer,clkbuf_16,
setup.worst_path.class,input port to primary output,
top_area_share,58.3,%
synth_top_cell_by_area,dfrtp_1,
fp_util,18.7,%
edf_count,0,
cp.arrival,2.33,ns
ys_sh_aoi,3.37,%
holdCritStartpoint,MC_RDATA[8],
slew_viol_final,0,
antenna_cells,0,
ys_sh_mux,26.3,%
setup_viol,0,
htree_num_levels,4,
worst_slack,2.15,ns
io_pins,307,
ys_warn_count,1,
ctsHoldBuffers,0,
end_kind,primary output,
die_area,40400,µm²
routed_wl,17.2,mm
first_global_vias,4319,
startpoint,B_VALID,
port_buffers,272,
viasPerCell,3.57,
path_common_cell,clkdlybuf4s50_1,
crit_path_start_kind,input port,
grt_overflow,0,
path_cells,"clkdlybuf4s50_1, nand2_1, inv_1, clkdlybuf4s50_1",
syn_area_per_cell,15.5,µm²
fa_ha_area_share,0,%
vias,4012,
cts_inserted_buffers,17,
coreArea,32500,µm²
finalSetupTns,0,ns
required,4.48,ns
worstReg2RegEnd,W_DATA[0],
post_cts_resize_count,0,
ys_types,38,
grt_pass1_wl,26.8,mm
hold_viol,0,
critPathMaxFanout,5,
grt_max_degree,52,
synthXorXnorAreaFrac,0,%
drt_pass1_iterations,4,
cts_max_path_buffers,2,
fin_crit,3.45,ns
reg2regPathDepth,5,
drt-initial-drc-count,131,
grt_usage,8.53,%
run_status,"complete, no violations",
ys.flops,146,
fillCellCount,3262,
min_path_type,flip-flop to flip-flop,
rsz0062_at_grt,false,
vdd_drop_max,0.235,mV
cap_viol_max_count,0,
async_flop_share,100,%
postSynthSeqShare,60.4,%
syn_area,6060,µm²
warning_count,28,
flop_cell,dfrtp_1,
fin_worst_skew,0.00853,ns
fin_cells,1124,
post-place-ws,2.14,ns
routedWlPerCell,15.3,µm
die_y,201,µm
relSlewSlack,54.8,%
ys_chip_area,6060,µm²
synth.top_cells.by_area,"dfrtp_1 58%, mux2_2 16%, mux2_4 10%",
cts.sink_count,146,
die_w,201,µm
synthSimpleGateAreaFrac,3.08,%
cpMaxStageDelayCell,clkdlybuf4s50_1,
rows,66,
timing.fmax,0.290,GHz
drc_errors,0,
synthToLayoutAreaGrowth,61.1,%
layout-drive-gt1-share,25.1,%
p_per_area,519,nW/µm²
max_stage_delay,0.56,ns
clk_pin_slew,0.05,ns
==> per-stage QoR <==
stage | utilization [%] | power (mW) | instance area [µm²]
after floorplan | - | 2.59 | 6150
after global placement | 28.1 | 3.86 | 9110
after detailed placement | 28.1 | 3.88 | 9110
after CTS | 30.1 | 5.20 | 9760
after global routing | 30.1 | 5.43 | 9760
final | 30.1 | 5.07 | 9760
==> kinds of logic after synthesis <==
| kind of cell | count (synthesis) |
|---|---|
| AND-OR/OR-AND | 27 |
| buffers and inverters | 55 |
| flip-flops | 146 |
| multiplexers | 128 |
| other | 2 |
| AND/OR/NAND/NOR | 33 |
==> Yosys cell counts (2+ instances only) <==
library cell and n:
nand2b_1 6, dfrtp_1 141, buf_2 2, o41ai_1 2, a21oi_1 3, conb_1 2, o211ai_1 2, buf_4 32
nand2_1 12, mux2_2 85, o21ai_0 8, nor3_1 2, inv_1 11, dfstp_2 5, buf_6 10, mux2_4 41
mux2_1 2, nor2_1 5
==> report_power, final <==
part	internal, mW	switching [mW]	leakage (nW)
clock network	0.813	0.451	0.314
registers	1.58	0.264	1.74
logic	1.49	0.467	2.03
==> state kept, by name (all words and copies together), names as in the netlist, 3 cells and up <==
name	cells
W_DATA	32
MC_RDATA	32
AW_ADDR	32
stwa_cur	3
AR_ADDR	32
stw_cur	4
str_cur	4
==> per-layer routing <==
layer  vias up  global-route usage (%)  part of all wire (%)
met4         6                   0.866                   1.1
met2       172                    13.4                    47
met5         -                       0                  0.28
li1       1879                       -                     -
met1      1936                    10.5                    41
met3        19                    4.69                    11
==> critical path: cells and delay by family <==
kind | cells | cell delay, ns
buf+inv | 3 | 1.10
simple gates | 1 | 0.11
==> placed cells by master, fill, tap and decap left out, drive strengths merged, types with 2 or more instances in the layout <==
cell | synthesis | layout
o21ai | 9 | 9
inv | 11 | 11
o211ai | 2 | 2
nand2 | 13 | 13
dfstp | 5 | 5
clkinv | 0 | 4
conb | 2 | 27
o41ai | 2 | 2
nor3 | 2 | 2
mux2 | 128 | 128
buf | 44 | 7
a21oi | 3 | 3
dfrtp | 141 | 141
nand2b | 6 | 6
clkdlybuf4s50 | 0 | 271
nor2 | 5 | 5
clkbuf | 0 | 22
bufinv | 0 | 5
==> how the worst max path moves through the flow <==
stage,endpoint,slack [ns],depth (start not counted)
CTS,MC_BACK,2.14,4
finish,MC_BACK,2.15,4
global route,MC_BACK,2.08,4
==> area by class of cell <==
| type | instances | area [µm²] | area share [%] |
|---|---|---|---|
| clock buffer | 22 | 464 | 4.76 |
| multi-input combinational | 215 | 2090 | 21.4 |
| clock inverter | 10 | 181 | 1.86 |
| tap | 442 | 553 | 5.67 |
| inverter | 11 | 41.3 | 0.423 |
| timing repair buffer | 278 | 2770 | 28.4 |
| sequential | 146 | 3660 | 37.5 |
Power figures rest on the tool's default switching activity, not on a simulated workload.
